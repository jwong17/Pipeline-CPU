==> design/flow/design.v <==
`timescale 1ns / 10ps
module alu(
   a,    
   b,    
   op,    
   out,    
	zero
   );
   input [32-1:0] a, b;
   input [2:0] op;
   output reg [32-1:0] out;
   output reg zero;
always @(a or b or op )
begin
   case(op)
       4'b0000: out = a+b;
       4'b0001: out = a - b;
       4'b0010: out = a & b;
       4'b0011:  out = a^b;
       4'b0100: out = a<=b;
       4'b0101: out = a*b;
       4'b0110: out = a+b;
		 4'b0111: out = a + b;
		 4'b1000: out = a + b;
default: out = 0;  
   endcase
end
always @(*)
begin
	if (out == 0) 
		zero = 1;
	else if (op[2:1] == 0)  
		zero = 0;
	else
		zero = 0;  
end
endmodule
==> design/flow/run.sh <==
#!/bin/bash
# OpenROAD 26Q1-2900-gdf79404cd8, Yosys 0.63+post, stock flow scripts
make -C /OpenROAD-flow-scripts/flow DESIGN_CONFIG=/design/flow/config.mk WORK_HOME=/design/flow/orfs finish
==> design/flow/config.mk <==
export PLATFORM = sky130hd
export DESIGN_NAME = alu
export DESIGN_NICKNAME = alu
export VERILOG_FILES = /design/flow/design.v
export SDC_FILE = /design/flow/constraint.sdc
export NUM_CORES = 4
export LEC_CHECK = 1
export CORE_UTILIZATION = 30
==> design/flow/constraint.sdc <==
current_design alu

set clk_period 14.8
set clk_io_pct 0.2

create_clock -name clk0 -period $clk_period

set non_clock_inputs [all_inputs -no_clocks]
set_input_delay [expr $clk_period * $clk_io_pct] -clock clk0 $non_clock_inputs
set_output_delay [expr $clk_period * $clk_io_pct] -clock clk0 [all_outputs]
==> results.sh <==
# source this file to load flow results
export IMPL_cpMostUsedCell="fa_1"
export IMPL_common_cells="453 x inv_1, 410 x fa_1, 283 x nand2_1"
export IMPL_finalCritPeriodShare=0.969
export IMPL_synth_seq_area_share=0
export IMPL_tightest_slew_ns=0.904
export IMPL_yosysWarningCount=1
export IMPL_core_area_um2=67600
export IMPL_synth_top_area_share=0.398
export IMPL_rows=95
export IMPL_drv_slew=0
export IMPL_crit_fanout=26
export IMPL_outcome="complete, no violations"
export IMPL_grt_overflow_total=0
export IMPL_place_hpwl_um=57500
export IMPL_crit_type="in2out"
export IMPL_min_delay_worst_endpoint="out[30]"
export IMPL_first_iter_violations=1058
export IMPL_syn_area_um2=20600
export IMPL_critPathLaunch="b[6]"
export IMPL_chipArea_um2=69900
export IMPL_holdCritStartpoint="op[2]"
export IMPL_io_pin_count=100
export IMPL_largest_area_cell="fa_1"
export IMPL_antenna_left=0
export IMPL_port_buffer_count=100
export IMPL_min_path_cells=4
export IMPL_area_leaders="fa_1 40%, ha_1 11%, and2_1 8.4%, inv_1 8.2%, nand2_1 5.1%"
export IMPL_synth_cells_yosys=2526
export IMPL_drive_above_1_share=0.0505
export IMPL_die_h_um=264
export IMPL_fp_utilization=0.305
export IMPL_setup_viol_count_final=0
export IMPL_netlist_instances=2526
export IMPL_vias=17700
export IMPL_clock_fmax_mhz=69.7
export IMPL_nFlopsAndLatches=0
export IMPL_crit_path_max_incr_delay_ns=0.58
export IMPL_critPathCaptureType="output port"
export IMPL_wl_per_cell_um=19.7
export IMPL_syn_mean_instance_area_um2=8.17
export IMPL_dr_pass1_iters=5
export IMPL_worstPathRequired_ns=11.84
export IMPL_period_minus_slack_ns=14.34
export IMPL_flop_area_um2=0
export IMPL_cp_arrival_ns=11.38
export IMPL_chipWidth_um=264
export IMPL_synth_cell_types=74
export IMPL_antenna_cells=0
export IMPL_globalplace_congestion=0.988
export IMPL_vias_per_cell=5.10
export IMPL_max_cap_violations=0
export IMPL_drt_drc_violations_left=0
export IMPL_clkbuf_count=0
export IMPL_most_common_cell="inv_1"
export IMPL_crit_path_start_kind="primary input"
export IMPL_wl_um=68400
export IMPL_slew_limit_headroom=0.391
export IMPL_cp_slowest_cell="or4_1"
export IMPL_final_core_util=0.342
export IMPL_grt_pass1_wl_um=109000
export IMPL_setup_tns_ns=0
export IMPL_antenna_found_initial=2
export IMPL_grt_usage=0.210
export IMPL_area_growth_pct=12.2
export IMPL_grt_max_degree=51
export IMPL_hold_path_class="in2out"
export IMPL_first_global_vias=18100
export IMPL_yosysChipArea_um2=20600
export IMPL_finalHoldViolations=0
export IMPL_openroad_warnings=64
export IMPL_cts_hold_buf=0
export IMPL_rsz0062_at_grt="false"
[worst max path at each step]
stage                 endpoint  slack, ns  cells after the start
after CTS                 zero       0.09                     27
after global routing      zero       0.04                     25
final                     zero       0.46                     29
[layout make-up]
| type | instances | area [um^2] |
|---|---|---|
| tap | 873 | 1090 |
| timing repair buffer | 209 | 1940 |
| multi-input combinational | 1931 | 18400 |
| fill | 7084 | 44500 |
| inverter | 455 | 1710 |
[layer usage]
metal | vias to the layer above | part of all wire | routed length (um) | track usage
met5 | - | 0 | 0 | 0
li1 | 8120 | - | - | -
met4 | 0 | 0.020 | 1370 | 0.0328
met3 | 87 | 0.072 | 4920 | 0.0483
met1 | 8829 | 0.43 | 29200 | 0.300
met2 | 668 | 0.48 | 32900 | 0.337
[kinds of logic (layout without fill, tap and decap cells)]
| kind of cell | after synthesis | in the layout | share of synthesized area |
|---|---|---|---|
| AND/OR/NAND/NOR | 843 | 843 | 0.208 |
| multiplexers | 13 | 13 | 0.00649 |
| buffers and inverters | 595 | 664 | 0.108 |
| XOR/XNOR | 101 | 101 | 0.0429 |
| AND-OR/OR-AND | 377 | 377 | 0.123 |
| adder cells (fa/ha/maj) | 597 | 597 | 0.511 |
[through the flow]
step / area [um^2] / hold WS, ns / worst slack [ns] / std cells
after floorplan: 20600 / 6.06 / 1.71 / 2526
after global placement: 23100 / 7.01 / 0.193 / 3468
after detailed placement: 23100 / 7.00 / 0.105 / 3468
after CTS: 23100 / 7.01 / 0.0936 / 3468
after global routing: 23200 / 7.06 / 0.0410 / 3468
final: 23200 / 7.03 / 0.460 / 3468
[critical path: cells and delay by family]
family	cells	cell delay, ns
adder cells (fa/ha/maj)	10	3.99
buffers and inverters	8	1.53
AND/OR/NAND/NOR	5	1.49
AND-OR/OR-AND	5	1.28
XOR/XNOR	1	0.12
[placed cells by master, fill, tap and decap left out, types with 9 or more instances in the layout]
master,count
a211o_1,10
a211oi_1,16
a21o_1,19
a21oi_1,99
a221o_1,9
a22oi_1,14
a31oi_1,12
and2_1,278
buf_4,101
clkdlybuf4s50_1,87
dlymetal6s2s_1,11
fa_1,410
ha_1,186
inv_1,453
mux2i_1,10
nand2_1,283
nand2b_1,22
nand3_1,29
nand4_1,9
nor2_1,102
nor2b_1,18
nor3_1,39
nor4_1,10
o211ai_1,15
o21a_1,14
o21ai_0,59
o21bai_1,11
o22ai_1,16
o31ai_1,13
or3_1,11
xnor2_1,76
xor2_1,25
[what timing repair did]
item                       4_1_cts  5_1_grt
buffers inserted                 0        0
setup endpoints to repair        0        1
resized                          0       16
