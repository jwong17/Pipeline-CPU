===== config.mk =====
export PLATFORM = sky130hd
export DESIGN_NAME = ID_EXE_stage
export DESIGN_NICKNAME = ID_EXE_stage
export VERILOG_FILES = /design/flow/design.v
export SDC_FILE = /design/flow/constraint.sdc
export NUM_CORES = 4
export LEC_CHECK = 1
export CORE_AREA = 10 10 178 178
export DIE_AREA = 0 0 188 188

===== constraint.sdc =====
current_design ID_EXE_stage

set clk_period 1.0
set clk_io_pct 0.2

create_clock -name clk0 -period $clk_period [get_ports {clk}]

set non_clock_inputs [all_inputs -no_clocks]
set_input_delay [expr $clk_period * $clk_io_pct] -clock clk0 $non_clock_inputs
set_output_delay [expr $clk_period * $clk_io_pct] -clock clk0 [all_outputs]

===== design.v =====
`timescale 1ns / 10ps
module ID_EXE_stage (
	input  clk,  rst, 
	input [32-1:0] rdata1_in_ID_EXE,
	input [32-1:0] rdata2_in_ID_EXE,
	input [32-1:0] imm_in_ID_EXE,
	input [2:0] opcode_in_ID_EXE,
	input alusrc_in_ID_EXE,
	input [5-1:0]waddr_in_ID_EXE, 
	input jal_in_ID_EXE, 
	input memWrite_in_ID_EXE,
	input memRead_in_ID_EXE,
	input memToReg_in_ID_EXE,
	input branch_in_ID_EXE,
	input [32-1:0] npc_in_ID_EXE,
	output reg [32-1:0] rdata1_out_ID_EXE,
	output reg [32-1:0] rdata2_out_ID_EXE,
	output reg [32-1:0] imm_out_ID_EXE,
	output reg [2:0] opcode_out_ID_EXE,
	output reg alusrc_out_ID_EXE,
	output reg[5-1:0]waddr_out_ID_EXE,
	output reg memWrite_out_ID_EXE,
	output reg memRead_out_ID_EXE,
	output reg memToReg_out_ID_EXE,
	output reg branch_out_ID_EXE,
	output reg jal_out_ID_EXE,
	output reg [32-1:0] npc_out_ID_EXE,
	input WriteEn_in_ID_EXE,
	output reg WriteEn_out_ID_EXE
);
always @ (posedge clk) begin
	if(rst)
	begin
		waddr_out_ID_EXE <= 0;
		rdata1_out_ID_EXE <= 0;
		rdata2_out_ID_EXE <= 0;
		imm_out_ID_EXE <=0;
		opcode_out_ID_EXE <=0;
		alusrc_out_ID_EXE <=0;
		memWrite_out_ID_EXE <= 0;
		memRead_out_ID_EXE <= 0;
		memToReg_out_ID_EXE<= 0;
		WriteEn_out_ID_EXE <= 0;
		branch_out_ID_EXE <= 0;
		npc_out_ID_EXE <= 0;
		jal_out_ID_EXE <=0;
	end
   else
	begin
		waddr_out_ID_EXE <= waddr_in_ID_EXE;
		rdata1_out_ID_EXE <= rdata1_in_ID_EXE;
		rdata2_out_ID_EXE <= rdata2_in_ID_EXE;
		imm_out_ID_EXE <= imm_in_ID_EXE;
		opcode_out_ID_EXE <= opcode_in_ID_EXE;
		alusrc_out_ID_EXE <= alusrc_in_ID_EXE;
		memWrite_out_ID_EXE <= memWrite_in_ID_EXE;
		memRead_out_ID_EXE <= memRead_in_ID_EXE;
		memToReg_out_ID_EXE<= memToReg_in_ID_EXE;
		WriteEn_out_ID_EXE <= WriteEn_in_ID_EXE;
		branch_out_ID_EXE <= branch_in_ID_EXE;
		npc_out_ID_EXE <= npc_in_ID_EXE;
		jal_out_ID_EXE <= jal_in_ID_EXE;
	end
end
endmodule

===== run.sh =====
#!/bin/bash
# OpenROAD 26Q1-2900-gdf79404cd8, Yosys 0.63+post, stock flow scripts
make -C /OpenROAD-flow-scripts/flow DESIGN_CONFIG=/design/flow/config.mk WORK_HOME=/design/flow/orfs finish

==> reports/qor.log <==
qor: worst_setup_path.worst_path_largest_cell_delay 0.37 ns
qor: drt.route.final.wire_length 14.5 mm
qor: drt.drt_drc_violations_left 0
qor: grt.grt.overflow.total 0
qor: synthesis.netlist_top_cells_count dfxtp_1 (143), nor2b_1 (143), buf_2 (8)
qor: grt.grt_start_max_net_pins 28
qor: synthesis.synth_area_leader_cell dfxtp_1
qor: worst_setup_path.timing.critical_path.required 0.80 ns
qor: drt.route.detailed.vias_per_inst 3.06
qor: timing.final-hold-violation-count 0
qor: run.max_cap_violations 0
qor: worst_setup_path.critical-path-top-delay-family flip-flops
qor: synthesis.synth.lib_cells_used.distinct 4
qor: layout.layout_cells_excl_fill 999
qor: floorplan.boundaryPins 288
qor: synthesis.synth-async-reset-ratio 0%
qor: grt.via_count_of_the_first_global_routing_pass 3,318
qor: clock_tree.htree_levels 4
qor: worst_setup_path.worst_path_buffer_plus_inverter_count 1
qor: outcome.failing_checks negative setup slack
qor: worst_setup_path.worst-endpoint-arrival 0.90 ns
qor: timing.post-route-period-util 110%
qor: timing.worst_pin_slew 0.183 ns
qor: synthesis.yosys-stat-cells 301
qor: place.gp_congestion 0.775
qor: synthesis.enable_flop_cells 0
qor: worst_setup_path.critical_path.max_fanout 1
qor: drt.initial_drc_count 31
qor: timing.timing.final.ws_setup -0.102 ns
qor: worst_setup_path.timing.critical_path.slowest_stage_cell dfxtp_4
qor: power_and_ir_drop.p_leak 3.20 nW
qor: synthesis.post_synth_main_area_contributors dfxtp_1 (74%), nor2b_1 (23%), buf_4 (1.4%)
qor: layout.drive_gt1_share 34.1%
qor: place.placedCellCount 968
qor: timing.setup_repair_after_global_routing_missed_its_margin yes
qor: clock_tree.cts_max_path_buffers 2
qor: timing.timing.final.crit_period 1.10 ns
qor: floorplan.chip_area 0.0353 sq mm
qor: place.place.port_buffers 287
qor: min_path.hp-class input pin to flip-flop
qor: floorplan.die_height 188 um
qor: synthesis.synth_sequential_area_ratio 74.4%
qor: min_path.hold_path_startpoint rst
qor: clock_tree.cts.reportedPaths.clkPinSlew 0.07 ns
qor: clock_tree.cts.sink_count 143
qor: drt.ant_nets 0
qor: grt.antenna_found_initial 0
qor: drt.detailed_routing_iteration_count_for_the_pre_antenna_repair_pass 3
qor: floorplan.initial_core_util 13.9%
qor: floorplan.core_area 0.0278 sq mm
qor: grt.grt_use_total 8.01%
qor: run.warnings 27
qor: synthesis.synthesis.instances 301
qor: synthesis.synth-main-ff-cell dfxtp_1
qor: timing.final_report_setup_violation_count 140
qor: worst_setup_path.worstPathCellList buf_6
qor: layout.area_growth 90.0%
qor: synthesis.synth.yosys.warnings 1
qor: power_and_ir_drop.p_total 14.4 mW
qor: layout.final_core_utilization 26.3%
qor: synthesis.synth.ff_latch_count 143
qor: worst_setup_path.critPathKind flip-flop to primary output
qor: floorplan.num_rows 61
qor: synthesis.synth.cell_area 0.00385 sq mm
qor: drt.routed-via-count 3,061
qor: timing.timing.final.max_slew_violations 0
qor: place.dp_hpwl 11.9 mm
qor: worst_setup_path.worstSetupStartpoint npc_out_ID_EXE[23]
qor: clock_tree.cts_tree done
qor: drt.avgRoutedWirePerCell 14.5 um
qor: power_and_ir_drop.max-vdd-ir-drop 0.973 mV
qor: clock_tree.numCtsBuffers 17
qor: worst_setup_path.timing.critical_path.from_type flip-flop
qor: floorplan.floorplan.die.width 188 um
qor: clock_tree.cts.root.buffer_cell clkbuf_16
qor: synthesis.synth.top_cell.area_share 74.4%
qor: grt.first_pass_grt_wire_length 21.3 mm
qor: drt.diodes 0
qor: timing.slew_headroom 87.7%
qor: power_and_ir_drop.p_per_area 1970 mW/mm^2
qor: synthesis.synth_area_per_cell 12.8 sq um
qor: timing.max_frequency 908 MHz
qor: clock_tree.cts_setup_buffers 0
qor: outcome.run_status complete, but fails checks
qor: worst_setup_path.cp-end-kind primary output
qor: synthesis.ys_chip_area 0.00385 sq mm
worst min-delay path, stage by stage:
cell and delay (ns):
buf_4 0.12, buf_12 0.16, nor2b_1 0.05
layer usage:
| layer | track usage, % | up-vias | wire [um] | share of wire (%) |
|---|---|---|---|---|
| met5 | 0 | - | 0 | 0 |
| met4 | 1.20 | 0 | 220 | 1.5 |
| met3 | 4.58 | 14 | 1780 | 12 |
| met2 | 12.5 | 191 | 6450 | 44 |
| met1 | 9.64 | 1336 | 6060 | 42 |
| li1 | - | 1520 | - | - |
cell usage in the layout, fill, tap and decap left out, drive strengths merged:
cell type / count
clkdlybuf4s50: 143
clkinv: 5
buf: 161
clkbuf: 20
nor2b: 143
dfxtp: 143
bufinv: 6
power by group:
group | switching, mW | internal, mW
Combinational | 0.321 | 0.900
Sequential | 0.0699 | 6.01
Clock | 2.40 | 4.73
logic make-up (layout without fill, tap and decap cells):
logic type	Yosys count	after routing	share of synthesized area [%]
buffers and inverters	15	335	2.40
AND/OR/NAND/NOR	143	143	23.2
flip-flops	143	143	74.4
cell type report:
type / count / area [sq um]
fillers: 2966 / 20500
well taps: 378 / 473
flip-flops and latches: 143 / 2890
repair buffers: 304 / 2390
clock inverters: 11 / 213
multi-input cells: 143 / 895
clock buffers: 20 / 447
through the flow:
step	hold slack, ns	setup slack, ns	TNS, ns	instance area [sq um]
finish	0.164	-0.102	-2.23	7310
floorplan	0.328	0.323	0	3850
global route	0.147	-0.163	-9.79	7310
CTS	0.142	-0.154	-7.48	7290
global placement	0.610	-0.213	-0.728	7300
detailed placement	0.607	-0.214	-0.668	7300
what timing repair did:
item | in CTS | in global routing
endpoints found under the setup margin | 143 | 143
resized | 480 | 11
hold endpoints to repair | 0 | 0
hold buffers | 0 | 0
cloned | 0 | 0
sequential cells by signal (all words and copies together), names as in the netlist:
name	count
imm_out_ID_EXE	32
npc_out_ID_EXE	32
rdata1_out_ID_EXE	32
rdata2_out_ID_EXE	32
waddr_out_ID_EXE	5
opcode_out_ID_EXE	3
WriteEn_out_ID_EXE	1
alusrc_out_ID_EXE	1
branch_out_ID_EXE	1
jal_out_ID_EXE	1
memRead_out_ID_EXE	1
memToReg_out_ID_EXE	1
memWrite_out_ID_EXE	1
worst paths after layout:
| check | slack [ns] | depth (start not counted) | endpoint |
|---|---|---|---|
| hold / removal | 0.16 | 3 | npc_out_ID_EXE[19] |
| setup / recovery | -0.10 | 1 | npc_out_ID_EXE[23] |
Power figures rest on the tool's default switching activity, not on a simulated workload.
